<file path="config.mk">
export PLATFORM = sky130hd
export DESIGN_NAME = controle
export DESIGN_NICKNAME = controle
export VERILOG_FILES = /design/flow/design.v
export SDC_FILE = /design/flow/constraint.sdc
export NUM_CORES = 4
export LEC_CHECK = 1
export CORE_AREA = 10 10 70 70
export DIE_AREA = 0 0 80 80
</file>
<file path="constraint.sdc">
current_design controle

set clk_period 1.8
set clk_io_pct 0.2

create_clock -name clk0 -period $clk_period

set non_clock_inputs [all_inputs -no_clocks]
set_input_delay [expr $clk_period * $clk_io_pct] -clock clk0 $non_clock_inputs
set_output_delay [expr $clk_period * $clk_io_pct] -clock clk0 [all_outputs]
</file>
<file path="design.v">
module controle(
	input [31:0] Inst,
	output wire [2:0] Op,
	output wire [3:0] Ra,
	output wire [3:0] Rb,
	output wire [3:0] Rd,
	output wire [15:0] Imm,
	output wire WE,
	output wire Jump,
	output wire CJump,
	output wire beq,
	output wire bne,
	output wire bge,
	output wire blt,
	output wire jalr
);
wire [3:0] Opcode;
assign Opcode = Inst % 5'b10000;
assign Op = Opcode[2:0];
assign Rd = ((Inst % 9'b100000000) >> 4);
assign Ra = ((Inst % 13'b1000000000000) >> 8);
assign Rb = ((Inst % 17'b10000000000000000) >> 12);
assign Imm = ((Inst % 33'b100000000000000000000000000000000) >> 16);
assign Jump = (Opcode == 4'b0101|Opcode == 4'b0110|Opcode == 4'b0111|Opcode == 4'b1001|Opcode == 4'b1011|Opcode == 4'b1100) ? 1'b1 : 1'b0;
assign CJump = (Opcode == 4'b0101|Opcode == 4'b0110|Opcode == 4'b0111|Opcode == 4'b1001) ? 1'b1 : 1'b0;
assign WE = (Opcode == 4'b0000|Opcode == 4'b0001|Opcode == 4'b0010|Opcode == 4'b0011|Opcode == 4'b0100|Opcode == 4'b1011|Opcode == 4'b1100) ? 1'b1 : 1'b0;
assign beq = Opcode == 4'b0101 ? 1'b1 : 1'b0;
assign bne = Opcode == 4'b0110 ? 1'b1 : 1'b0;
assign bge = Opcode == 4'b0111 ? 1'b1 : 1'b0;
assign blt = Opcode == 4'b1001 ? 1'b1 : 1'b0;
assign jalr = Opcode == 4'b1100 ? 1'b1 : 1'b0;
endmodule
</file>
<file path="run.sh">
#!/bin/bash
# OpenROAD 26Q1-2900-gdf79404cd8, Yosys 0.63+post, stock flow scripts
make -C /OpenROAD-flow-scripts/flow DESIGN_CONFIG=/design/flow/config.mk WORK_HOME=/design/flow/orfs finish
</file>
==> run notes <==
flow finished, numbers: status finished clean, wire per inst ~11 µm, Critical-path top delay cell clkdlybuf4s50_1, final hold vios 0, vias roughly 200, chip width around 80 µm, layout cell share with drive strength beyond 1 44.1%, Mean Syn Cell Area approximately 7.8 µm², Critical Path AT around 1.4 ns, grt met1 use around 4.5%, CP cell instances buf_2, and3b_2, a211o_1, clkdlybuf4s50_1, vias per cell around 2.5, crit path max fanout 7, area leader, netlist buf_4, WP data required ~1.4 ns, flop count 0, Vert. Die Dim 80 µm, met3 usage less than 1%, grt total ovfl 0, slowest stage delay, CP 0.41 ns, CP endpoint kind output pin, initial antenna violation count 0, met2 Use GR 1.77%, DR iter-0 viols 8, final core utilization between 10% and 20%, port buffer count 15, antenna diode count 0, WS Path Type in -> out, Hold EP Imm[0], Cell Area, Synth ~350 µm², Post-Synthesis Cells 44, normalized max-slew margin 90.7%, Max Freq between 0.5 and 0.6 GHz, All-Layer GR Usage ~2.4%, drt total wl roughly 890 µm, Die Area about 0.0064 mm², crit-path leading delay family buffers and inverters, Pre-antenna DRT Iters 2, most numerous logic cells after layout 10 x clkdlybuf4s50_1, 7 x buf_4, 3 x buf_2, Slew Viols, Final 0, global-route wire length before repair ~1200 µm, Final setup viols 0, vias in the first global route about 200, hold crit path type in -> out, setup TNS 0 ns, Commonest Layout Cell clkdlybuf4s50_1, clkbuf count 0, Buf+Inv Stages, Crit Path 2, Peak VDD IR around 0.055 mV, dpl hpwl just under 800 µm, synth warn 0, Initial Utilization 10.1%, Core Region roughly 0.0034 mm², Area leader share 67.4%, Top area cell types buf_4 67%, and4bb_1 7.2%, a211o_1 5.1%, layer with the highest usage met1, worst slew pin tran 0.138 ns, Max Cap Viol 0, antenna viol nets, final 0, Startpoint Class input port, cycle use final between 90% and 100%, total of fill cells in the finished design approximately 420, Final GP Congestion ~0.72, register area 0 µm², Tool Warnings 33, IO Pins just over 70, synth-to-layout area growth 1.45%, Post-synth seq share 0%, Cells on Worst Hold Path 0, pwr/cell area 172 mW/mm², Remaining DRCs 0, largest net degree at the start of global routing 8, Leak Pwr about 0.00015 µW, # Cells Yosys approximately 44, Rows 21, yosys stat area 345 µm², RSZ-0062 raised after global routing true, Final min period around 1.8 ns, unique cell type count in the Yosys netlist 12, HP Start Inst[16]
## how the worst max path moves through the flow
stage	from	endpoint	slack [ns]	cells past startpoint
CTS	Inst[2]	Jump	0.009	4
global route	Inst[2]	Jump	-0.02	4
finish	Inst[2]	Jump	0.03	4
## cell families (layout without fill, tap and decap cells)
group / after synthesis / in the layout / share of synthesized area, %
buf+inv: 31 / 21 / 67.4
xor+xnor: 1 / 1 / 2.54
compound gates: 4 / 4 / 9.06
simple gates: 8 / 8 / 21.0
## area by class of cell
| class | instances | area, µm² | share of cell area [%] |
|---|---|---|---|
| timing repair buffer | 21 | 176 | 50.4 |
| tap | 46 | 57.6 | 16.4 |
| multi-input combinational | 13 | 116 | 33.2 |
## report_power, final
group | internal (µW) | switching, µW | leakage (µW)
registers | 0 | 0 | 0
clock network | 0 | 0 | 0
logic | 40.7 | 19.5 | 0.000155
total | 40.7 | 19.5 | 0.000155
## Yosys cell counts
master and number:
nor2b_1 1, and2b_2 1, xor2_1 1, a21boi_0 1, buf_4 31, and3b_2 1, and4bb_1 2, and3b_1 1
a211o_1 2, nand2b_1 1, and2_2 1, o22ai_1 1
## metrics by stage
stage               hold slack (ns)  std cells  instance area (µm²)  power, µW  setup slack [ns]
finish                        0.720         80                  350       60.2            0.0273
global route                  0.720         80                  350       66.0           -0.0198
CTS                           0.720         80                  345       60.1           0.00921
detailed placement            0.720         80                  365       65.0            -0.442
global placement              0.720         80                  365       65.0            -0.435
floorplan                     0.745         44                  345       53.3             0.665
## what timing repair did
item / CTS / global route
gates cloned: 0 / 0
pin swaps: 3 / 2
endpoints found under the setup margin: 11 / 3
hold buffers: 0 / 0
setup buffers: 0 / 0
resized: 18 / 2
## layer usage
metal / vias to the layer above / wire (µm)
li1: 94 / -
met1: 83 / 586
met2: 21 / 182
met3: 2 / 114
met4: 0 / 4
met5: - / 0
Power is estimated from default activity; no workload was simulated.
