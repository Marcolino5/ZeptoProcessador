==> ./design.v <==
module registrador(
	input [3:0] Ra,
	input [3:0] Rb,
	input [3:0] Rd,
	input [15:0] D,
	input WE,
	input Reset,
	input clk,
	output wire [15:0] A,
	output wire [15:0] B
);
reg [15:0] S;
reg [15:0] R0;
reg [15:0] R1;
reg [15:0] R2;
reg [15:0] R3;
reg [15:0] R4;
reg [15:0] R5;
reg [15:0] R6;
reg [15:0] R7;
reg [15:0] R8;
reg [15:0] R9;
reg [15:0] R10;
reg [15:0] R11;
reg [15:0] R12;
reg [15:0] R13;
reg [15:0] R14;
reg [15:0] R15;
assign R0[0] = 1'b0;
assign R0[1] = 1'b0;
assign R0[2] = 1'b0;
assign R0[3] = 1'b0;
assign R0[4] = 1'b0;
assign R0[5] = 1'b0;
assign R0[6] = 1'b0;
assign R0[7] = 1'b0;
assign R0[8] = 1'b0;
assign R0[9] = 1'b0;
assign R0[10] = 1'b0;
assign R0[11] = 1'b0;
assign R0[12] = 1'b0;
assign R0[13] = 1'b0;
assign R0[14] = 1'b0;
assign R0[15] = 1'b0;
always @(*)  
	begin
				if (Ra == 4'b0000)
					begin
					A = R0;
					end
				if (Ra == 4'b0001)
					begin
					A = R1;
					end
				if (Ra == 4'b0010)
					begin
					A = R2;
					end
				if (Ra == 4'b0011)
					begin
					A = R3;
					end
				if (Ra == 4'b0100)
					begin
					A = R4;
					end
				if (Ra == 4'b0101)
					begin
					A = R5;
					end
				if (Ra == 4'b0110)
					begin
					A = R6;
					end
				if (Ra == 4'b0111)
					begin
					A = R7;
					end
				if (Ra == 4'b1000)
					begin
					A = R8;
					end
				if (Ra == 4'b1001)
					begin
					A = R9;
					end
				if (Ra == 4'b1010)
					begin
					A = R10;
					end
				if (Ra == 4'b1011)
					begin
					A = R11;
					end
				if (Ra == 4'b1100)
					begin
					A = R12;
					end
				if (Ra == 4'b1101)
					begin
					A = R13;
					end
				if (Ra == 4'b1110)
					begin
					A = R14;
					end
				if (Ra == 4'b1111)
					begin
					A = R15;
					end
				if (Rb == 4'b0000)
					begin
					B = R0;
					end
				if (Rb == 4'b0001)
					begin
					B = R1;
					end
				if (Rb == 4'b0010)
					begin
					B = R2;
					end
				if (Rb == 4'b0011)
					begin
					B = R3;
					end
				if (Rb == 4'b0100)
					begin
					B = R4;
					end
				if (Rb == 4'b0101)
					begin
					B = R5;
					end
				if (Rb == 4'b0110)
					begin
					B = R6;
					end
				if (Rb == 4'b0111)
					begin
					B = R7;
					end
				if (Rb == 4'b1000)
					begin
					B = R8;
					end
				if (Rb == 4'b1001)
					begin
					B = R9;
					end
				if (Rb == 4'b1010)
					begin
					B = R10;
					end
				if (Rb == 4'b1011)
					begin
					B = R11;
					end
				if (Rb == 4'b1100)
					begin
					B = R12;
					end
				if (Rb == 4'b1101)
					begin
					B = R13;
					end
				if (Rb == 4'b1110)
					begin
					B = R14;
					end
				if (Rb == 4'b1111)
					begin
					B = R15;
					end
	end
always @(posedge clk)  
	begin
	if (Reset == 1)  
		begin
		R1 <= R0;
		R2 <= R0;
		R3 <= R0;
		R4 <= R0;
		R5 <= R0;
		R6 <= R0;
		R7 <= R0;
		R8 <= R0;
		R9 <= R0;
		R10 <= R0;
		R11 <= R0;
		R12 <= R0;
		R13 <= R0;
		R14 <= R0;
		R15 <= R0;
		end
	if (Reset == 0)
		begin
		if (WE == 1)  
			begin
			if (Rd == 4'b0001)
				begin
				R1 <= D;
				end
			if (Rd == 4'b0010)
				begin
				R2 <= D;
				end
			if (Rd == 4'b0011)
				begin
				R3 <= D;
				end
			if (Rd == 4'b0100)
				begin
				R4 <= D;
				end
			if (Rd == 4'b0101)
				begin
				R5 <= D;
				end
			if (Rd == 4'b0110)
				begin
				R6 <= D;
				end
			if (Rd == 4'b0111)
				begin
				R7 <= D;
				end
			if (Rd == 4'b1000)
				begin
				R8 <= D;
				end
			if (Rd == 4'b1001)
				begin
				R9 <= D;
				end
			if (Rd == 4'b1010)
				begin
				R10 <= D;
				end
			if (Rd == 4'b1011)
				begin
				R11 <= D;
				end
			if (Rd == 4'b1100)
				begin
				R12 <= D;
				end
			if (Rd == 4'b1101)
				begin
				R13 <= D;
				end
			if (Rd == 4'b1110)
				begin
				R14 <= D;
				end
			if (Rd == 4'b1111)
				begin
				R15 <= D;
				end
			end
		if (WE == 0)
			begin
			end
		end
	end
endmodule
==> ./run.sh <==
#!/bin/bash
# OpenROAD 26Q1-2900-gdf79404cd8, Yosys 0.63+post, stock flow scripts
make -C /OpenROAD-flow-scripts/flow DESIGN_CONFIG=/design/flow/config.mk WORK_HOME=/design/flow/orfs finish
==> ./config.mk <==
export PLATFORM = sky130hd
export DESIGN_NAME = registrador
export DESIGN_NICKNAME = registrador
export VERILOG_FILES = /design/flow/design.v
export SDC_FILE = /design/flow/constraint.sdc
export NUM_CORES = 4
export LEC_CHECK = 1
export CORE_UTILIZATION = 40
==> ./constraint.sdc <==
current_design registrador

set clk_period 5.8
set clk_io_pct 0.2

create_clock -name clk0 -period $clk_period [get_ports {clk}]

set non_clock_inputs [all_inputs -no_clocks]
set_input_delay [expr $clk_period * $clk_io_pct] -clock clk0 $non_clock_inputs
set_output_delay [expr $clk_period * $clk_io_pct] -clock clk0 [all_outputs]
==> results.txt <==
run results: die height around 190 um, register pins left without a clock 32, crit path launch type input port, Clock Tree Root clkbuf_16, pwr dens ~250 nW/um2, Final ANT Viol Nets 0, YS chip area about 14,000 um2, Post-DP HPWL 35,900 um, final period utilization roughly 100%, # Cells Yosys between 1,500 and 2,000, Setup violations, final 0, status finished, final reports clean, total power a little under 4 mW, P&R area growth vs syn 12.7%, WL final about 57,000 um, Cell variety after synth between 70 and 80, Starting DRT DRC Count approximately 1,700, Pins Over Slew Limit 0, chip area around 36,000 um2, Max FO, Critical Path between 80 and 90, detailed-route via count around 14,000, Tmin final just under 6 ns, ys async rst share 0%, worst clock skew 0 ns, Row Count around 70, crit path DRT between 4 and 5 ns, CP Data Arrival Time around 4.6 ns, f_max roughly 170 MHz, CTS Hold Bufs 0, filler instances ~3,400, Worst-path clk slew approximately 0.060 ns, layout cell share with drive strength beyond 1 around 9.1%, Die X between 150 and 200 um, Sum Neg Setup Slack 0 ns, routed vias/inst 6.09, Final Wtd Congestion 0.993, global-route wire length before repair between 80,000 and 90,000 um, gr ovfl total 0, Clock Latency Late Sink about 0.55 ns, Placed Instance Area between 10,000 and 15,000 um2, FF+latch count, synth ~270, final hold vios 0, Core Region 34,500 um2, Num CTS Buffers 27, Mapped Avg Cell Area 7.43 um2, Residual DRC 0, Init Core Util around two fifths, number of global-route vias before repair about 13,000, Flop area about 5300 um2, CP cell instances buf_8 -> nand2b_1 -> nor2_4 -> a221oi_1 -> or3_1 -> a32oi_1 -> dlxtn_1 -> clkdlybuf4s50_1, Max clock buf depth 3, IO Port Bufs a little over 60, post-synthesis cell count between 1,500 and 2,000, I/O pin count between 60 and 70, dominant register cell dfxtp_1, Post-Syn Area 14,000 um2, Multi-input gate area approximately 8000 um2, initial antenna violation count 0, Post-Layout Cell Count around 2,400, pin count of the biggest net entering global routing 149, Max Cap Viol 0, Top delay family on crit path simple AND/OR/NAND/NOR gates, Max IR drop VDD 213 uV, drt wl/cell about 24 um, Yosys warning count between 40 and 50, CTS tree yes, Core Util, Final between 40 and 50%, CTS H-tree lvls 1, RSZ-0062 raised after global routing true, placed cells around 2,300, tool warnings 32, GR Util All Layers roughly a third, Crit. End Element output pin, DR pass1 iterations 6, Slew headroom 33.9%, CP max stage cell nand2b_1, endpoints left unconstrained 32, final instance area between 15,000 and 20,000 um2, EDFF count, synth 0, worst slew pin tran approximately 1 ns, leakage 5.23 nW, crit path kind in2out, hold crit path type reg2reg, Critical Path Max Stage Delay 0.63 ns, buffers and inverters on the worst path 2
-- cells in the final DEF, fill, tap and decap left out, drive strengths merged, types with 9 or more instances in the layout --
| cell type | instances |
|---|---|
| inv | 10 |
| clkdlybuf4s50 | 54 |
| mux4 | 17 |
| a31oi | 13 |
| mux2i | 31 |
| buf | 45 |
| mux2 | 29 |
| nand2b | 15 |
| nor2b | 45 |
| dfxtp | 240 |
| a22oi | 28 |
| o211ai | 11 |
| clkbuf | 41 |
| nand2 | 554 |
| nor3 | 28 |
| or3 | 9 |
| o21ai | 71 |
| dlxtn | 32 |
| nor2 | 70 |
| a2bb2oi | 9 |
| conb | 32 |
| nand3 | 13 |
| and2 | 9 |
| a221oi | 29 |
| a211oi | 15 |
| o22ai | 16 |
| a22o | 17 |
| a21oi | 315 |
-- repair_timing --
action | in CTS | in global routing
resized | 10 | 7
buffers inserted | 0 | 0
cloned | 0 | 1
pin swaps | 0 | 0
endpoints found under the setup margin | 16 | 13
-- metal layers --
layer	routed length (um)	up-vias	track usage [%]
li1	-	6561	-
met5	0	-	0
met1	22800	6782	47.1
met4	3340	0	15.5
met3	6280	178	8.48
met2	24500	843	47.1
-- per-stage QoR --
step	setup slack, ns	hold slack (ns)
after floorplan	1.98	0.441
after global placement	-0.597	0.453
after detailed placement	-0.571	0.460
after CTS	0.0200	0.470
after global routing	-0.00384	0.481
final	0.0214	0.469
-- power breakdown --
part,internal (mW),switching (mW)
Combinational,0.150,0.353
Sequential,1.69,0.0193
Clock,1.02,0.726
-- cell families after synthesis --
| kind of cell | after synthesis | synth area share [%] |
|---|---|---|
| flops | 240 | 34.3 |
| simple gates | 771 | 23.6 |
| latches | 32 | 3.43 |
| mux | 77 | 7.27 |
| compound gates | 591 | 25.6 |
| other cells | 1 | 0.0267 |
| buf+inv | 174 | 5.77 |
-- path summary, 6_finish.rpt --
kind                            startpoint     end  slack, ns  depth (start not counted)
worst max register to register      R12[6]  R12[6]       5.02                          2
worst max-delay path                 Ra[0]    A[0]       0.02                          8
worst min register to register      R4[11]  R4[11]       0.47                          2
worst min-delay path                R4[11]  R4[11]       0.47                          2
-- Yosys cell counts (all sizes together) (10+ instances only) --
| cell | number | area, um2 |
|---|---|---|
| nand2b | 15 | 93.8 |
| a21oi | 315 | 1580 |
| a211oi | 15 | 118 |
| a22oi | 28 | 210 |
| dlxtn | 32 | 480 |
| o211ai | 11 | 82.6 |
| nor2 | 70 | 303 |
| o22ai | 16 | 100 |
| a31oi | 13 | 81.3 |
| nand3 | 13 | 65.1 |
| a221oi | 29 | 254 |
| mux2 | 29 | 327 |
| clkbuf | 80 | 300 |
| nor2b | 45 | 282 |
| dfxtp | 240 | 4800 |
| mux2i | 31 | 310 |
| nor3 | 28 | 168 |
| nand2 | 554 | 2080 |
| o21ai | 71 | 355 |
| buf | 84 | 472 |
| mux4 | 17 | 383 |
| inv | 10 | 37.5 |
| a22o | 17 | 149 |
-- cell type report --
| type | instances | area share, % |
|---|---|---|
| repair buffers | 100 | 5.83 |
| diodes | 1 | 0.0158 |
| repair inverters | 1 | 0.0475 |
| multi-input cells | 1471 | 51.1 |
| well taps | 455 | 3.60 |
| clock buffers | 40 | 5.22 |
| inverters | 10 | 0.261 |
| clock inverters | 9 | 0.467 |
| flip-flops and latches | 272 | 33.5 |
-- worst min-delay path, cell delays in order, from the launching register on --
cell	delay, ns
dfxtp_1	0.32
nand2_1	0.05
a21oi_1	0.05
Power figures rest on the tool's default switching activity, not on a simulated workload.
