### flow/run.sh
#!/bin/bash
# OpenROAD 26Q1-2900-gdf79404cd8, Yosys 0.63+post, stock flow scripts
make -C /OpenROAD-flow-scripts/flow DESIGN_CONFIG=/design/flow/config.mk WORK_HOME=/design/flow/orfs finish
### flow/config.mk
export PLATFORM = sky130hd
export DESIGN_NAME = ula
export DESIGN_NICKNAME = ula
export VERILOG_FILES = /design/flow/design.v
export SDC_FILE = /design/flow/constraint.sdc
export NUM_CORES = 4
export LEC_CHECK = 1
export CORE_UTILIZATION = 40
### flow/constraint.sdc
current_design ula

set clk_period 17.9
set clk_io_pct 0.2

create_clock -name clk0 -period $clk_period

set non_clock_inputs [all_inputs -no_clocks]
set_input_delay [expr $clk_period * $clk_io_pct] -clock clk0 $non_clock_inputs
set_output_delay [expr $clk_period * $clk_io_pct] -clock clk0 [all_outputs]
### flow/design.v
module ula(
	input [2:0] Op,
	input [15:0] A,
	input [15:0] B,
	output wire [15:0] S
);
	always@(*) begin
		if(Op == 3'b000) begin
			S = A+B;
		end
		if(Op == 3'b001) begin
			S = A-B;
		end
		if(Op == 3'b010) begin
			S = A&B;
		end
		if(Op == 3'b011) begin
			S = A|B;
		end
		if(Op == 3'b100) begin
			S = A^B;
		end
		if (Op == 3'b101) begin
			S = 16'b0;
		end
		if (Op == 3'b110) begin
			S = 16'b0;
		end
		if (Op == 3'b111) begin
			S = 16'b0;
		end
	end
endmodule
==> run summary <==
run metrics: endpoints left unconstrained 16, Largest stage delay, worst path 0.47 ns, Synth Instances 314, global route overflow 0, DR pass1 iterations 4, Routed WL per cell 13.6 µm, Setup Buffers After CTS 0, Final Instance Area 0.00294 mm², fill count 556, P_leak 1.41 nW, top cells by area ha_1 26%, dlxtn_1 11%, xnor2_1 7.3%, Total GRT Usage 0.211, Critical Path End S[15], most common cell in the synthesized netlist ha_1, vias per inst 5.19, synthesis-stage register bit count 16, Worst EP arrival 8.24 ns, Yosys Chip Area 0.00228 mm², Core Util at FP 0.414, Slew Limit Fails 0, Die Wd 77.5 µm, initial antenna violation count 0, Worst slew margin 0.505, register pins left without a clock 16, DR iter-0 viols 140, RSZ-0062 raised after global routing false, ANT nets after route 0, Port Buffers 51, Worst EP required 14.32 ns, Top FF cell, synth dlxtn_1, library cells used by synthesis 47, first-pass GRT wire length 9950 µm, Tmin final 11.82 ns, Cell Rows 27, DIE AREA 0.00601 mm², area leader, netlist ha_1, Post-Place Cell Area 0.00294 mm², cts hold-fix bufs 0, CP Class input pin to primary output, PD cells 29.2 mW/mm², Peak supply drop 0.0000123 V, pre-CTS setup slack 6.08 ns, synth warn 9, final worst-path cycle share 0.660, CP startpoint kind input pin, EDFF count, synth 0, Core Area 0.00551 mm², Crit Path Max Fanout 21, HPWL after detailed placement 4830 µm, final count of hold timing violations 0, Max-area cell share 0.263, Final Wtd Congestion 0.863, Die Span Y 77.5 µm, final routed DRC violation total 0, final setup margin 6.08 ns, Post-Syn Area 0.00228 mm², TNS Setup 0 ns, Mean Syn Cell Area 7.26 µm², max-cap check violation count 0, status finished clean, I/O Pins 51, vias post-DR 2323, vias in the first global route 2030, # diodes 0, final-report setup violation count 0, yosys stat cell total 314, asr flop ratio synth 0, fraction of layout cells with a size suffix above 1 0.0293, crit-path cells clkdlybuf4s50_1, buf_4, inv_1, nor3_1, buf_4, a31oi_1, xnor2_1, ha_1, a21o_1, or3_1, o21ai_0, a21oi_1, or3_1, a31oi_1, dlxtn_1, clkdlybuf4s50_1, Critical Path End Type primary output, crit path launch Op[0], max reg flops 16, largest net degree at the start of global routing 25, maximum clock rate 0.0846 GHz, post-cts gate resize count 0, Post-Route WL 6110 µm, top post-synthesis cells by count 48 x ha_1, 36 x inv_1, 27 x a21oi_1, 25 x nor2_1, 21 x o21ai_0, slowest stage cell, crit path nor3_1, worst slew pin tran 0.739 ns, Area Overhead vs Synth 28.8%, tool warnings 49
==> worst max-delay path, delay by kind of cell <==
kind / cells / cell delay (ns)
and+or+nand+nor: 3 / 1.17
AOI/OAI and AO/OA: 5 / 0.95
latches: 1 / 0.35
xor gates and xnor gates: 1 / 0.14
adders and majority gates: 1 / 0.33
buffers and inverters: 5 / 1.72
==> cell type report <==
cell class | instances | area, µm² | share of cell area
inverters | 36 | 135 | 0.0460
multi-input cells | 269 | 1930 | 0.657
flip-flops and latches | 16 | 240 | 0.0818
well taps | 72 | 90.1 | 0.0307
repair buffers | 55 | 541 | 0.184
==> through the flow <==
step,util,power (mW),std cells
after global placement,0.533,0.0857,448
after floorplan,-,0.0578,329
after global routing,0.533,0.0965,448
after detailed placement,0.533,0.0856,448
final,0.533,0.0856,448
after CTS,0.533,0.0862,448
==> per-layer routing <==
metal / GRT usage / part of all wire / vias up
met4: 0 / 0 / 0
met5: 0 / 0 / -
met1: 0.327 / 0.49 / 1036
met3: 0.00239 / 0.063 / 0
li1: - / - / 1218
met2: 0.352 / 0.45 / 69
==> power by group <==
group	internal, mW	total [mW]	leakage, nW	switching [mW]
clock network	0	0	0	0
logic	0.0398	0.0800	1.28	0.0402
registers	0.00506	0.00562	0.127	0.000555
total	0.0449	0.0856	1.41	0.0407
==> layout by cell type, fill, tap and decap left out, types with 3 or more instances in the layout <==
master           synthesis  final
xor2_1                   5      5
a31oi_1                  3      3
and2_1                   3      3
nand2_1                 20     20
inv_1                   36     36
o22ai_1                  3      3
or3_1                    5      5
a22o_1                   3      3
a21o_1                   6      6
o21ai_0                 21     21
o21a_1                   4      4
a21oi_1                 27     27
buf_4                    0      4
a211oi_1                 5      5
conb_1                   1     16
clkdlybuf4s50_1          0     51
dlxtn_1                 16     16
xnor2_1                 19     19
a221o_1                  3      3
nor2_1                  25     25
nor2b_1                  4      4
a22oi_1                  6      6
nor3_1                   7      7
nand3_1                  3      3
nand2b_1                 6      6
ha_1                    48     48
==> cells by family after synthesis <==
logic type               after synthesis  share of synthesized area
AND-OR/OR-AND                         99                      0.286
AND/OR/NAND/NOR                       81                      0.170
adder cells (fa/ha/maj)               49                      0.272
buffers and inverters                 44                     0.0724
XOR/XNOR                              24                     0.0922
latches                               16                      0.105
other                                  1                    0.00164
No activity file was given, so power comes from the tool's default toggle rates.
